==> /design/flow/design.v <==
module DataMemory (
	input clk,							 
	input mem_write,					 
	input mem_read,					 
	input [31:0] address,			 
	input [31:0] write_data,		 
	output reg [31:0] read_data	 
);
reg [31:0] memory [0:255];			 
always @(posedge clk) begin		 
	if(mem_write)						 
		memory[address[9:2]] <= write_data;		 
end
always @(*) begin
	if(mem_read)						 
		read_data = memory[address[9:2]];	 
	else
		read_data = 32'b0;				 
end
endmodule
==> /design/flow/run.sh <==
#!/bin/bash
# OpenROAD 26Q1-2900-gdf79404cd8, Yosys 0.63+post, stock flow scripts
make -C /OpenROAD-flow-scripts/flow DESIGN_CONFIG=/design/flow/config.mk WORK_HOME=/design/flow/orfs finish
==> /design/flow/config.mk <==
export PLATFORM = sky130hd
export DESIGN_NAME = DataMemory
export DESIGN_NICKNAME = DataMemory
export VERILOG_FILES = /design/flow/design.v
export SDC_FILE = /design/flow/constraint.sdc
export NUM_CORES = 4
export LEC_CHECK = 1
export CORE_UTILIZATION = 50
export SYNTH_MEMORY_MAX_BITS = 65536
==> /design/flow/constraint.sdc <==
current_design DataMemory

set clk_period 41.9
set clk_io_pct 0.2

create_clock -name clk0 -period $clk_period [get_ports {clk}]

set non_clock_inputs [all_inputs -no_clocks]
set_input_delay [expr $clk_period * $clk_io_pct] -clock clk0 $non_clock_inputs
set_output_delay [expr $clk_period * $clk_io_pct] -clock clk0 [all_outputs]
==> summary.rpt <==
RUN METRICS
----------------------------------------------------
[Drt]
  Routed metal-1 wirelength ........................ approximately 270000 µm
  Met3 wire length ........................ about 180000 µm
  Detailed-route wire length ........................ 878000 µm
  Uppermost layer routed ........................ met5
  First-pass DRT Iterations ........................ 6
  Average routed wire per standard cell ........................ around 35 µm
  Wire length on met2 ........................ about 400000 µm
  Vias after detailed routing ........................ 156000
  Post-DRT Antenna Nets ........................ 0
  Iteration-0 DRC Markers ........................ about 10000
  Routed vias/inst ........................ 6.20
  Detailed-route DRC error count ........................ 0

[Worst setup path]
  Stages on the worst setup path ........................ 17
  Largest driver fanout on the critical path ........................ around 65
  Cell mode on critical path ........................ sky130_fd_sc_hd__buf_4
  Crit start category ........................ primary input
  CP max-delay cell ........................ sky130_fd_sc_hd__a2111oi_1
  Required time of the worst setup path ........................ 33.52 ns
  Delay of the slowest critical-path stage ........................ slightly below 0.8 ns
  Cell family contributing the most delay on the critical path ........................ buffers and inverters
  Critical path class ........................ in2out
  Type of element capturing the critical path ........................ primary output
  Buffer-and-inverter tally for the worst setup path ........................ 10
  CP arrival ........................ around 17 ns
  Cell-by-cell listing of the critical path ........................ buf_16 > buf_4 > buf_4 > buf_4 > buf_4 > buf_4 > buf_4 > buf_4 > buf_4 > mux2_2 > o21ai_0 > a21oi_1 > a221oi_1 > nand4_1 > a21oi_1 > a2111oi_1 > clkdlybuf4s50_1

[Synthesis]
  Summed instance area of the synthesized netlist ........................ between 300000 and 400000 µm²
  Top cells by count, synth ........................ sky130_fd_sc_hd__edfxtp_1 (8192), sky130_fd_sc_hd__mux2i_1 (1418), sky130_fd_sc_hd__mux4_2 (1154), sky130_fd_sc_hd__nor2_1 (480), sky130_fd_sc_hd__o22ai_1 (416)
  Dominant Register Cell ........................ sky130_fd_sc_hd__edfxtp_1
  Count of instantiated cells in the yosys netlist ........................ ~15000
  Share of the yosys chip area belonging to registers ........................ 78.3%
  Unique cell types ........................ about 56
  Top area cells in the synthesized netlist ........................ sky130_fd_sc_hd__edfxtp_1 (78%), sky130_fd_sc_hd__mux4_2 (8.3%), sky130_fd_sc_hd__mux2i_1 (4.5%)
  Synth top area share ........................ about four fifths
  Mean instance size in the synthesized netlist ........................ ~21 µm²
  Most used standard cell by instance count after synthesis ........................ sky130_fd_sc_hd__edfxtp_1
  Synthesized chip area reported by yosys ........................ roughly 310000 µm²
  EDFF count, synth ........................ just over 8000
  Proportion of register bits with asynchronous set or reset after synthesis ........................ 0%
  Synth warn ........................ 1
  Flops after synth ........................ approximately 8200
  Cell type with the highest aggregate area in the netlist ........................ sky130_fd_sc_hd__edfxtp_1
  Instance tally after logic synthesis ........................ about 15000

[STA]
  Rel. slew slack ........................ 21.4%
  Unrepaired setup endpoints after global routing ........................ false
  Number of failing hold endpoints at the final stage ........................ 0
  Number of failing setup endpoints in the final timing report ........................ 0
  Worst hold slack across all endpoints ........................ between 7 and 8 ns
  Final setup slack of the worst path ........................ 16.88 ns
  Fin. max-slew vios ........................ 0
  Final critical-path required period ........................ between 20 and 30 ns
  Pin slew with the least headroom to its limit ........................ 1.18 ns
  Setup_tns ........................ 0 ns
  Maximum clock rate ........................ around 40 MHz
  Final period utilization ........................ roughly 60%

[Clock network]
  Deepest level of the CTS H-tree ........................ 6
  Quantity of hold-fixing buffers added after cts ........................ 0
  Largest buffer count on any clock path ........................ 4
  Clock tree from TritonCTS ........................ done
  Clock sink total ........................ between 8000 and 9000
  Clock transition at the register clock pins on the worst setup and hold paths after CTS ........................ roughly 0.060 ns
  Total CTS buffers ........................ ~820
  Clk root buf ........................ sky130_fd_sc_hd__clkbuf_16
  Resize count post-CTS ........................ 0
  Postcts setup bufs ........................ 0

[Final layout]
  Synth-to-Final Area Change ........................ 12.9%
  Finished layout cell area ........................ roughly 350000 µm²
  Flip-flop count of the largest register after layout ........................ 8192
  Ratio of cells with drive above 1 in the final layout ........................ roughly 22%

[Place]
  Port Buffers ........................ between 70 and 80
  GP Congestion ........................ about 0.90
  Cell area reported after detailed placement ........................ ~330000 µm²
  Hpwl dp ........................ just over 500000 µm
  Post-Place Worst Slack ........................ roughly 17 ns

[Power and ir drop]
  Total power draw ........................ roughly 17 mW
  Power per standard cell area ........................ roughly 47 nW/µm²
  Static Leakage ........................ ~110 nW
  Maximum vdd ir drop ........................ roughly 50 µV

[Floorplanning]
  Die width ........................ 795 µm
  Die span in y ........................ around 790 µm
  FP Util ........................ between 50% and 60%
  Number of rows in the core area ........................ between 200 and 300
  Area of the core region ........................ about 620000 µm²
  Floorplan die area ........................ 631000 µm²
  Top-level port count ........................ slightly below 100

[Flow run]
  Max-capacitance violation count ........................ 0
  Number of OpenROAD warnings ........................ 55

[Hold path]
  Number of stages on the worst hold path ........................ 1
  Worst min-delay path class ........................ in2reg

[Global route]
  Initial antenna violation count ........................ 46
  Total overflow reported by the global router ........................ 0
  GRT Total Usage ........................ between 30% and 40%
  Largest net degree at the start of global routing ........................ ~110
  Global-route wire length before repair ........................ ~1200000 µm
  Number of global-route vias before repair ........................ approximately 170k

[Run status]
  Run status ........................ completed

----------------------------------------------------
layout make-up:
| type | instances | area (µm²) |
|---|---|---|
| Antenna cell | 32 | 80.1 |
| Clock buffer | 1037 | 21400 |
| Clock inverter | 439 | 3700 |
| Fill cell | 45200 | 270000 |
| Inverter | 3 | 18.8 |
| Multi-Input combinational cell | 6184 | 65800 |
| Sequential cell | 8192 | 246000 |
| Tap cell | 8322 | 10400 |
| Timing Repair Buffer | 908 | 7420 |
cells in the final DEF, fill, tap and decap left out, drive strengths merged, types with 62 or more instances in the layout:
cell	Yosys	final
mux4	1154	1154
buf	545	875
mux2	348	348
clkinv	0	360
nand2	167	167
edfxtp	8192	8192
nand4	135	135
nor4	95	95
a2111oi	186	186
a22oi	70	70
o221ai	62	62
a21oi	383	383
o21ai	354	354
nor2b	192	192
nor2	480	480
a221oi	126	126
mux2i	1418	1418
a211oi	181	181
clkbuf	379	1037
o22ai	416	416
nand3	181	181
path summary, 6_finish.rpt:
path	start	endpoint
worst max-delay path	address[3]	read_data[4]
worst min-delay path	write_data[22]	memory[203][22]
power breakdown:
group          internal (mW)  switching [mW]  total, mW
sequential              9.03         0.00345       9.04
clock                   3.85            3.06       6.91
combinational          0.247           0.565      0.812
total                   13.1            3.63       16.8
per-layer routing:
metal / up-vias / global-route usage, %
met1: 78100 / 39.3
met4: 78 / 9.71
li1: 65600 / -
met2: 10400 / 42.4
met5: - / 2.96
met3: 1518 / 27.4
kinds of logic (layout without fill, tap and decap cells):
group	after synthesis	after routing	synth area share [%]
other cells	0	32	0
compound gates	1877	1877	3.93
mux	2920	2920	14.0
flops	8192	8192	78.3
simple gates	1387	1387	2.22
buf+inv	927	2387	1.51
metrics by stage:
stage,utilization [%],std cells
finish,56.8,25100
floorplan,-,15300
global placement,52.8,23600
detailed placement,52.8,23600
global route,56.8,25100
CTS,56.8,25100
Power is estimated from default activity; no workload was simulated.
