`design.v`:
```
module regfile (
	input clk, RegWrite, reset,
	input [4:0] ReadAddr1, ReadAddr2, WriteAddr,
	input [31:0] WriteData,
	output [31:0] ReadData1, ReadData2 
);
		reg [31:0] registradores [0:31];			 
		integer i;										 
	initial begin
		for (i = 0; i < 32; i = i + 1) begin
			registradores[i] = 32'b0;
		end
	end
		always @(posedge clk) begin
		if (reset) begin			 
			for (i = 0; i < 32; i = i + 1) begin
			registradores[i] = 32'b0;
			end
		end
		if (RegWrite && (WriteAddr != 5'b00000)) begin	 
			registradores[WriteAddr] <= WriteData;
			end
		end
	assign ReadData1 = (ReadAddr1 == 5'b00000) ? 32'b0 : registradores[ReadAddr1];
	assign ReadData2 = (ReadAddr2 == 5'b00000) ? 32'b0 : registradores[ReadAddr2];
endmodule
```
`run.sh`:
```
#!/bin/bash
# OpenROAD 26Q1-2900-gdf79404cd8, Yosys 0.63+post, stock flow scripts
make -C /OpenROAD-flow-scripts/flow DESIGN_CONFIG=/design/flow/config.mk WORK_HOME=/design/flow/orfs finish
```
`config.mk`:
```
export PLATFORM = sky130hd
export DESIGN_NAME = regfile
export DESIGN_NICKNAME = regfile
export VERILOG_FILES = /design/flow/design.v
export SDC_FILE = /design/flow/constraint.sdc
export NUM_CORES = 4
export LEC_CHECK = 1
export CORE_UTILIZATION = 30
```
`constraint.sdc`:
```
current_design regfile

set clk_period 15.7
set clk_io_pct 0.2

create_clock -name clk0 -period $clk_period [get_ports {clk}]

set non_clock_inputs [all_inputs -no_clocks]
set_input_delay [expr $clk_period * $clk_io_pct] -clock clk0 $non_clock_inputs
set_output_delay [expr $clk_period * $clk_io_pct] -clock clk0 [all_outputs]
```
==> CHANGELOG.md <==
### Implementation results

- Max_slew headroom: 0.329
- Io pins: ~110
- Setup TNS: 0 ns
- RSZ-0062 raised after global routing: false
- H-tree levels: 3
- Antenna viol nets, final: 0
- Detailed placement HPWL: roughly 120000 um
- Worst hold slack: around 3.1 ns
- Largest register FFs: 1024
- Clock buffer depth: 3
- IR drop worst, VDD: 88.9 uV
- Global-route wire length before repair: 282000 um
- Pleak: roughly 21 nW
- Startpoint types: input pin
- Non-filler cells, final: about 6300
- Fin. Hold Viols: 0
- Pin count of the biggest net entering global routing: roughly 90
- Area reported by Yosys stat: approximately 55000 um^2
- Synth async-reset ratio: 0
- Max Slew Vio Count: 0
- Die Area: approximately 180000 um^2
- Slew @ Worst Pin: about 1.0 ns
- Area Growth Syn to Fin: 14.1%
- Synthesized area: ~55000 um^2
- Cycle use final: 0.681
- Mapped Avg Cell Area: 14.5 um^2
- Clock tree sinks: around 1000
- Post-CTS Setup Inserts: 0
- Die height: roughly 430 um
- Worst Setup SP: ReadAddr2[3]
- Number of warnings in the stage logs: 26
- PwrDens: about 110 nW/um^2
- Root buffer cell: clkbuf_16
- WP data required: 12.56 ns
- TritonRoute pass-1 iters: 6
- Worst-path clk slew: approximately 0.060 ns
- Vias per cell: roughly 5.5
- Post-CTS resize count: 0
- Critical Path AT: approximately 7.6 ns
- Initial antenna violation count: 11
- Initial Util: 0.302
- Total Wirelength: approximately 200000 um
- Drt wl/cell: 32.5 um
- Post-synthesis sequential area ratio: 0.562
- Distinct lib cells: approximately 40
- Crit end category: primary output
- Max-cap violations: 0
- DRT iter0 DRCs: 2568
- GRT overflow: 0
- Most flop-heavy register: registradores
- Fmax: roughly 0.093 GHz
- Yosys cell count: about 3800
- Hold Crit Class: in -> reg
- Synth warnings: 1
- Drt drc: 0
- Synthesis-stage register bit count: 1024
- Cts bufs inserted: 112
- TritonCTS clock tree: built
- GPL Wtd Cong: ~0.9
- Cell count after synthesis: roughly 3800
- Hold-fix buffers, CTS: 0
- Post-synth top flop: edfxtp_1
- Vias: between 30000 and 40000
- Biggest regs: registradores: 1024 flops
- Fin crit period: 10.70 ns
- Layout filler cell count: 16900
- Core area: about 180000 um^2
- Hold_sp: reset
- Vias in the first global route: 37300
- I/O Buffers: 113
- Status: finished, final reports clean
- Critical path class: in -> out
- CP max FO: 23
- Overall Global Routing Usage: 0.233
- DP Cell Count: between 6000 and 7000
- Fin util: 0.345
- Number of enable flip-flop cells: just over 1000
- Core Rows: 156
- Die W: roughly 430 um
- Share of cells above drive strength 1: 0.213
- # setup viols final: 0
- Total power: 0.00676 W
## path summary, 6_finish.rpt
check | end | slack, ns | cells past startpoint
setup / recovery | ReadData2[3] | 5.00 | 9
hold / removal | registradores[0][5]$_SDFFCE_PN0P_ | 3.05 | 1
## final cells by class
| class | count | area (um^2) | area share |
|---|---|---|---|
| Timing Repair Buffer | 276 | 2420 | 0.0388 |
| Antenna cell | 13 | 32.5 | 0.000521 |
| Clock buffer | 128 | 2880 | 0.0462 |
| Multi-Input combinational cell | 2368 | 22600 | 0.362 |
| Tap cell | 2370 | 2970 | 0.0475 |
| Sequential cell | 1024 | 30700 | 0.493 |
| Clock inverter | 82 | 754 | 0.0121 |
## layer usage
layer  part of all wire  routed length, um  up-vias  global-route usage
met5             0.0033                669        -              0.0232
met1               0.32              64300    17000               0.246
li1                   -                  -    14500                   -
met3               0.19              39000      518               0.200
met2               0.44              90400     2763               0.336
met4              0.045               9130       23              0.0838
## critical path: stages
cell	delay [ns]
clkdlybuf4s50_1	0.45
buf_4	0.46
nor2b_4	0.70
buf_4	0.43
buf_4	0.53
a22o_1	0.24
a2111oi_0	0.07
nor3_1	0.85
clkdlybuf4s50_1	0.62
## placed cells by master (no fill, tap or decap), drive strengths merged, types with 25 or more instances in the layout
| master | instances |
|---|---|
| edfxtp | 1024 |
| buf | 170 |
| nor2b | 54 |
| nor2 | 37 |
| a2111oi | 26 |
| clkinv | 61 |
| a211oi | 77 |
| or2 | 32 |
| o221ai | 26 |
| conb | 32 |
| and2 | 996 |
| nor3 | 25 |
| a22o | 49 |
| o22ai | 28 |
| a21oi | 55 |
| mux2i | 326 |
| clkdlybuf4s50 | 105 |
| o21ai | 32 |
| mux2 | 40 |
| clkbuf | 129 |
| nor4 | 32 |
| mux4 | 354 |
| a22oi | 107 |
## logic make-up after synthesis
logic type / count (synthesis) / synth area share
flip-flops: 1024 / 0.562
AND/OR/NAND/NOR: 1206 / 0.136
multiplexers: 720 / 0.214
buffers and inverters: 408 / 0.0333
AND-OR/OR-AND: 410 / 0.0552
other: 1 / 0.0000685
## per-stage QoR
stage	setup slack (ns)	cell area (um^2)
after floorplan	7.90	54800
after global placement	5.16	58700
after detailed placement	5.11	58700
after CTS	5.07	62400
after global routing	4.99	62400
final	5.00	62400
## report_power, final
group	switching, W	leakage (nW)	internal (W)
Clock	0.00113	1.80	0.00153
Combinational	0.000499	9.91	0.000353
Sequential	0.0000783	9.77	0.00317
Total	0.00171	21.5	0.00505
## synthesized netlist by cell type (10+ instances only)
library cell | number | area [um^2]
a22oi_1 | 107 | 803
buf_6 | 16 | 180
buf_4 | 23 | 173
mux2_2 | 40 | 450
edfxtp_1 | 1024 | 30700
and2_1 | 996 | 6230
a2111oi_0 | 10 | 87.6
o221ai_1 | 26 | 228
a211oi_1 | 77 | 578
o21ai_0 | 32 | 160
o22ai_1 | 28 | 175
a22o_1 | 49 | 429
a21oi_1 | 55 | 275
mux4_2 | 354 | 7970
clkbuf_1 | 296 | 1110
nor2b_1 | 54 | 338
buf_2 | 65 | 325
mux2i_1 | 326 | 3260
nor4_1 | 32 | 200
or2_2 | 32 | 200
nor3_1 | 25 | 125
nor2_1 | 37 | 139
Power and IR drop assume default switching activity.
