### design/flow/run.sh
#!/bin/bash
# OpenROAD 26Q1-2900-gdf79404cd8, Yosys 0.63+post, stock flow scripts
make -C /OpenROAD-flow-scripts/flow DESIGN_CONFIG=/design/flow/config.mk WORK_HOME=/design/flow/orfs finish
### design/flow/config.mk
export PLATFORM = sky130hd
export DESIGN_NAME = ula
export DESIGN_NICKNAME = ula
export VERILOG_FILES = /design/flow/design.v
export SDC_FILE = /design/flow/constraint.sdc
export NUM_CORES = 4
export LEC_CHECK = 1
export CORE_UTILIZATION = 40
### design/flow/constraint.sdc
current_design ula

set clk_period 19.8
set clk_io_pct 0.2

create_clock -name clk0 -period $clk_period

set non_clock_inputs [all_inputs -no_clocks]
set_input_delay [expr $clk_period * $clk_io_pct] -clock clk0 $non_clock_inputs
set_output_delay [expr $clk_period * $clk_io_pct] -clock clk0 [all_outputs]
### design/flow/design.v
module ula
(input [31:0] In1, In2,
input [3:0] OP,
output reg [31:0] result,
output zero_flag);
always @(*) begin
	case (OP)
		4'b0000:							 
			result = In1 & In2;
		4'b0001:							 
			result = In1 | In2;
		4'b0010:							 
			result = In1 + In2;
		4'b0011:							 
			result = In1 ^ In2;
		4'b0100:							 
			result = In1 << In2[4:0];				 
		4'b0101:							 
			result = In1 >> In2[4:0];				 
		4'b0110:							 
			result = In1 - In2;
		4'b0111:							 
			result = ($signed(In1) < $signed(In2)) ? 32'd1 : 32'd0;
		4'b1000:                             
        result = In1 << In2[4:0];        
      4'b1001:                             
        result = In1 >> In2[4:0];        
      4'b1010:                             
        result = $signed(In1) >>> In2[4:0];  
		4'b1100:							 
			result = ~(In1 | In2);
		4'b1101:							 
			result = $signed(In1) >>> In2[4:0];	 
		4'b1111:							 
			result = (In1 < In2) ? 32'd1 : 32'd0;
		default: 
			result = 32'd0;			 
	endcase
end
assign zero_flag = (result == 32'b0);	 
endmodule
==> results.txt <==
yosys + openroad results -> HP Start=In2[3], setup bufs post-CTS=0, routed length per instance=29.4 microns, CP bufs+invs=5, Top-Level Pins=101, Rel. slew slack=37.4%, OpenROAD warnings=97, measured slew at the worst slew-check pin=932 ps, Critical Path RT=15840 ps, Die ar.=25400 sq um, crit path DAT=9490 ps, Power Density=32.1 nW/um^2, Clock power frac=0%, Layout Cells excl Fill=1780, Slew Limit Fails=0, slowest cell delay on critical path=670 ps, DP HPWL=41.4 mm, # diodes=0, Hold Path Depth=5, largest net degree at the start of global routing=60, outcome=finished clean, minimum clock period=13450 ps, Yosys chip area=9900 sq um, initial antenna violation count=1, Port-buffer cells=101, DR pass1 iterations=8, Mapped Cells=1429, Core ar.=24300 sq um, top cell type's share of synthesized area=12.3%, Init Core Util=40.7%, Sw Share=61.8%, CTS resizes=0, Die Wd=159 microns, slowest stage cell, crit path=a221oi_1, via count=12400, crit path kind=input pin to output pin, worst-path cell chain=buf_2 > buf_4 > inv_1 > buf_4 > ha_1 > a21o_1 > a221oi_1 > o31ai_1 > xnor2_1 > a2111oi_0 > o211ai_1 > nand4bb_1 > or4_1 > nand4bb_1 > or4_1 > nor2_1 > clkdlybuf4s50_1, Max IR drop VDD=17.6 uV, hold endpoint=result[1], synthesis-to-layout area growth=12.2%, RSZ-0062 raised after global routing=no, hold-fix buffers at CTS=0, Post-synth area hogs=ha_1, mux4_2, mux2i_1, vertical die size=159 microns, Syn Area/Cell=6.93 sq um, worst hold path class=input pin to output pin, mean number of vias per cell=6.98, CP endpoint kind=output pin, internal power=0.136 mW, endpoints failing setup=0, placed cell count=1780, Comb pwr share=100.0%, Tot GR Track Use=41.3%, Rows=57, crit path launch type=input pin, layout cells sized above 1=10.2%, Yosys cell types=90, yosys cell count=1429, gr ovfl total=0, crit share post-route=67.9%, FF/Latch Area=0 sq um, GPL Wtd Cong=1.07, Fin Setup TNS=0 ps, Total Wirelength=52.4 mm, share of power burned in registers=0%, critical path's top delay family=AND-OR/OR-AND gates, Net Switching=0.220 mW, Fmax=0.0743 GHz, seq_cells=0, cell area after synthesis=9900 sq um, number of global-route vias before repair=11300, area leader, netlist=ha_1, first-pass GRT wire length=77.1 mm, Yosys warnings=1, clk_buf instances=0, total power=0.357 mW, final hold viol count=0, Max Cap Viol=0, Final ANT Viol Nets=0, drc violations=0, register area share after synthesis=0%, DRT iter0 DRCs=1906, Pleak=4.49 nW, Max FO, Critical Path=59
==> placed cells by master (no fill, tap or decap), types with 8 or more instances in the layout <==
master and n:
nand3_1 37, nor3_1 42, a21boi_0 8, a31oi_1 13
nand2_1 131, nand2b_1 15, inv_1 98, or3_1 16
o211ai_1 32, ha_1 97, o31ai_1 13, mux4_2 33
a211oi_1 20, nor4_1 18, and2_1 8, buf_4 41
a211o_1 10, o21bai_1 12, mux2_2 39, a2111oi_0 11
nor2b_1 16, a22oi_1 31, a221oi_1 14, clkdlybuf4s50_1 97
o221ai_1 18, o22ai_1 24, a21o_1 21, a21oi_1 100
o21ai_0 73, nor2_1 120, nand4_1 19, mux2i_1 52
or2_2 11, xnor2_1 12, o21a_1 10
==> power groups by stage <==
| stage | clock (mW) | sequential [mW] | combinational (mW) |
|---|---|---|---|
| CTS | 0 | 0 | 0.345 |
| global route | 0 | 0 | 0.377 |
| finish | 0 | 0 | 0.357 |
==> kinds of logic (layout without fill, tap and decap cells) <==
logic type | count (synthesis) | in the layout | share of synthesized area, %
AOI/OAI and AO/OA | 502 | 502 | 35.7
and+or+nand+nor | 469 | 469 | 23.1
xor gates and xnor gates | 18 | 18 | 1.59
buffers and inverters | 214 | 241 | 9.26
adders and majority gates | 99 | 99 | 12.7
muxes | 127 | 127 | 17.7
==> worst max-delay path by stage <==
stage	start	endpoint	slack, ps	cells after the start
4_1_cts	In2[4]	zero_flag	6440	16
5_1_grt	In2[2]	zero_flag	5910	17
6_report	In2[2]	zero_flag	6350	17
==> synthesized netlist by cell type (8+ instances only) <==
| master | n |
|---|---|
| nand2_1 | 131 |
| nor2_1 | 120 |
| a21oi_1 | 100 |
| inv_1 | 98 |
| ha_1 | 97 |
| o21ai_0 | 73 |
| clkbuf_1 | 63 |
| mux2i_1 | 52 |
| nor3_1 | 42 |
| mux2_2 | 39 |
| nand3_1 | 37 |
| mux4_2 | 33 |
| o211ai_1 | 32 |
| a22oi_1 | 31 |
| buf_2 | 28 |
| o22ai_1 | 24 |
| a21o_1 | 21 |
| a211oi_1 | 20 |
| nand4_1 | 19 |
| nor4_1 | 19 |
| o221ai_1 | 18 |
| nor2b_1 | 16 |
| or3_1 | 16 |
| nand2b_1 | 15 |
| a221oi_1 | 14 |
| a31oi_1 | 13 |
| o31ai_1 | 13 |
| a2111oi_0 | 12 |
| o21bai_1 | 12 |
| xnor2_1 | 12 |
| buf_1 | 11 |
| or2_2 | 11 |
| a211o_1 | 10 |
| o21a_1 | 10 |
| a21boi_0 | 8 |
| and2_1 | 8 |
==> layout make-up <==
type,instances,area [sq um]
Tap cell,324,405
Multi-Input combinational cell,1215,9030
Fill cell,2506,13200
Inverter,100,375
Timing Repair Buffer,141,1290
==> tightest hold or removal path, delay by kind of cell <==
kind                   cells  cell delay (ps)
AND/OR/NAND/NOR            1              160
buffers and inverters      2              700
AND-OR/OR-AND              2              400
==> routing by layer <==
layer  global-route usage, %  wire length, microns
met2                    59.0                 21600
met4                    10.5                  1700
met5                       0                     0
met3                    8.11                  6100
met1                    63.4                 23000
==> metrics by stage <==
stage	utilization [%]	setup WS (ps)	area, sq um	hold WS, ps
after floorplan	-	7530	9900	8150
after global placement	45.7	6540	11100	9160
after detailed placement	45.7	6460	11100	9150
after CTS	45.7	6440	11100	9140
after global routing	45.7	5910	11100	9170
final	45.7	6350	11100	9190
Power is estimated from default activity; no workload was simulated.
